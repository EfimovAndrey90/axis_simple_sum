**design/flow/run.sh**
```bash
#!/bin/bash
# OpenROAD 26Q1-2900-gdf79404cd8, Yosys 0.63+post, stock flow scripts
make -C /OpenROAD-flow-scripts/flow DESIGN_CONFIG=/design/flow/config.mk WORK_HOME=/design/flow/orfs finish
```
**design/flow/config.mk**
```make
export PLATFORM = sky130hd
export DESIGN_NAME = axis_adder_top
export DESIGN_NICKNAME = axis_adder_top
export VERILOG_FILES = /design/flow/design.v
export SDC_FILE = /design/flow/constraint.sdc
export NUM_CORES = 4
export LEC_CHECK = 1
export CORE_UTILIZATION = 30
export SYNTH_HDL_FRONTEND = slang
```
**design/flow/constraint.sdc**
```tcl
current_design axis_adder_top

set clk_period 5.0
set clk_io_pct 0.2

create_clock -name clk0 -period $clk_period [get_ports {aclk}]

set non_clock_inputs [all_inputs -no_clocks]
set_input_delay [expr $clk_period * $clk_io_pct] -clock clk0 $non_clock_inputs
set_output_delay [expr $clk_period * $clk_io_pct] -clock clk0 [all_outputs]
```
**design/flow/design.v**
```verilog
`default_nettype none
module axis_adder 
#(
	  int PAR_WDATA_BYTE = 2
)(
	  input  wire  [1 : 0][(8 * PAR_WDATA_BYTE) - 1 : 0] s_axis_tdata
	, input  wire  [1 : 0]                               s_axis_tvalid
	, output logic [1 : 0]                               s_axis_tready
	, output logic [(8 * PAR_WDATA_BYTE) - 1 : 0] m_axis_tdata
	, output logic                                m_axis_tvalid
	, input  wire                                 m_axis_tready
);
timeunit 1ns;
timeprecision 1ps;
assign m_axis_tdata = s_axis_tdata[0] + s_axis_tdata[1];
assign m_axis_tvalid = (&s_axis_tvalid);
assign s_axis_tready = '{2{(&s_axis_tvalid) && m_axis_tready}};
endmodule : axis_adder
`default_nettype wire
`default_nettype none
module axis_adder_top
#(
	  int PAR_WDATA_BYTE = 2
)(
	  input  wire aclk
	, input  wire aresetn
	, input  wire  [1 : 0][(8 * PAR_WDATA_BYTE) - 1 : 0] s_axis_tdata
	, input  wire  [1 : 0]                               s_axis_tvalid
	, output logic [1 : 0]                               s_axis_tready
	, output logic [(8 * PAR_WDATA_BYTE) - 1 : 0] m_axis_tdata
	, output logic                                m_axis_tvalid
	, input  wire                                 m_axis_tready
);
timeunit 1ns;
timeprecision 1ps;
logic  [1 : 0][(8 * PAR_WDATA_BYTE) - 1 : 0] axis_tdata;
logic  [1 : 0]                               axis_tvalid;
logic  [1 : 0]                               axis_tready;
logic  [(8 * PAR_WDATA_BYTE) - 1 : 0] add_axis_tdata;
logic                                 add_axis_tvalid;
logic                                 add_axis_tready;
generate
	genvar n_gen;
	for (n_gen = 0; n_gen < 2; n_gen++) begin : gen_buf_in
		axis_reg #(PAR_WDATA_BYTE) inst_reg_in (
			  .aclk(aclk)
			, .aresetn(aresetn)
			, .s_axis_tdata(s_axis_tdata[n_gen])
			, .s_axis_tvalid(s_axis_tvalid[n_gen])
			, .s_axis_tready(s_axis_tready[n_gen])
			, .m_axis_tdata(axis_tdata[n_gen])
			, .m_axis_tvalid(axis_tvalid[n_gen])
			, .m_axis_tready(axis_tready[n_gen])
		);
	end : gen_buf_in
endgenerate
axis_adder #(PAR_WDATA_BYTE) inst_addr (
	  .s_axis_tdata(axis_tdata)
	, .s_axis_tvalid(axis_tvalid)
	, .s_axis_tready(axis_tready)
	, .m_axis_tdata(add_axis_tdata)
	, .m_axis_tvalid(add_axis_tvalid)
	, .m_axis_tready(add_axis_tready)	
);
axis_reg #(PAR_WDATA_BYTE) inst_reg_out (
	  .aclk(aclk)
	, .aresetn(aresetn)
	, .s_axis_tdata(add_axis_tdata)
	, .s_axis_tvalid(add_axis_tvalid)
	, .s_axis_tready(add_axis_tready)
	, .m_axis_tdata(m_axis_tdata)
	, .m_axis_tvalid(m_axis_tvalid)
	, .m_axis_tready(m_axis_tready)
);
endmodule : axis_adder_top
`default_nettype none
module axis_reg
#(
	  int PAR_WDATA_BYTE = 2
)(
	  input  wire aclk
	, input  wire aresetn
	, input  wire  [(8 * PAR_WDATA_BYTE) - 1 : 0] s_axis_tdata
	, input  wire                                 s_axis_tvalid
	, output logic                                s_axis_tready
	, output logic [(8 * PAR_WDATA_BYTE) - 1 : 0] m_axis_tdata
	, output logic                                m_axis_tvalid
	, input  wire                                 m_axis_tready
);
timeunit 1ns;
timeprecision 1ps;
logic [1 : 0][(8 * PAR_WDATA_BYTE) - 1 : 0] reg_data;
logic [1 : 0]                               reg_valid;
logic [1 : 0] ready_dl;
logic [1 : 0][(8 * PAR_WDATA_BYTE) - 1 : 0] internal_data;
logic [1 : 0]                               internal_valid;
assign m_axis_tdata  = reg_data[1];
assign m_axis_tvalid = reg_valid[1];
assign s_axis_tready = ready_dl[1];
assign ready_dl[0] = (m_axis_tready || ((!m_axis_tready) && (!reg_valid[1])));
assign internal_data[1] =  
	(ready_dl[0]) ? ((ready_dl[1]) ? s_axis_tdata : reg_data[0]) : reg_data[1];
assign internal_data[0] =  
	((!ready_dl[0]) && ready_dl[1]) ? s_axis_tdata : reg_data[0];
assign internal_valid[1] =  
	(ready_dl[0]) ? ((ready_dl[1]) ? s_axis_tvalid : reg_valid[0]) : reg_valid[1];
assign internal_valid[0] =  
	((!ready_dl[0]) && ready_dl[1]) ? s_axis_tvalid : reg_valid[0];
always_ff @(posedge aclk)
	begin
		if (!aresetn) begin
			reg_valid <= '0;
		end else begin
			reg_data  <= internal_data;
			reg_valid <= internal_valid;
		end
	end
always_ff @(posedge aclk)
	begin
		if (!aresetn) begin
			ready_dl[1]  <= '0;
		end else begin
			ready_dl[1]  <= ready_dl[0];
		end
	end
endmodule : axis_reg
```
==> impl_metrics.tcl <==
# implementation run metrics
set metrics [dict create \
    track_usage_pct 11.19 \
    async_reset_ff_share_pct 0 \
    portBuffers 55 \
    clock_skew_ns 0.009119 \
    powerDensity_mw_per_mm2 361.7 \
    leakage_nw 2.026 \
    cp_num_cells 1 \
    crit_slowest_cell "dfxtp_1" \
    root_buffer "clkbuf_16" \
    tns_ns 0 \
    dp_hpwl_um 6305 \
    warnings 25 \
    reg2reg_to "inst_reg_out.m_axis_tdata[12]" \
    synth_seq_share_pct 62.62 \
    endpoint_kind "primary output" \
    routedWlPerCell_um 14.20 \
    htreeDepth 3 \
    firstDrtPassIters 4 \
    grt_max_degree 33 \
    enable_flop_cells 96 \
    post-route-period-util_pct 56.79 \
    worstPathMaxFanout 21 \
    yosys_most_used_dff "edfxtp_1" \
    area_growth_pct 19.93 \
    r2r_setup_slack_ns 2.37 \
    fin_cells 604 \
    cts_buffers 9 \
    worst-path-buf-inv 1 \
    cts_resized 0 \
    synth_cell_types 51 \
    topCellsByArea "edfxtp_1, mux2_2, ha_1, dfxtp_1, buf_4" \
    antenna_cells 0 \
    post_cts_buffers 0 \
    critPathLaunch "gen_buf_in[1].inst_reg_in.s_axis_tready" \
    start_kind "flip-flop" \
    path_clk_slew_ns 0.07 \
    clkLatencyLatePin_ns 0.35 \
    relSlewSlack_pct 42.74 \
    timing.rr.start "gen_buf_in[0].inst_reg_in.m_axis_tdata[0]" \
    worstPathArrival_ns 1.84 \
    criticalPathCategory "reg -> out" \
    finalHoldViolations 0 \
    coreArea_mm2 0.01589 \
    crit_family "flip-flops" \
    drv_cap 0 \
    syn_area_per_cell_um2 14.14 \
    hold_buffers 0 \
    yosys.area.top_type_share_pct 58.94 \
    grt_pass1_wl_um 14090 \
    worst_r2r_path_depth 7 \
    die_w_um 129.7 \
    clock-sinks 105 \
    drc 0 \
    routed_via_density 4.560 \
    routabilityCongestion 0.8927 \
    vias 2754 \
    syn_area_mm2 0.004891 \
    worstMarginPinSlew_ns 0.8578 \
    status "finished, final reports clean" \
    most_common_cell "edfxtp_1" \
    grt-ovfl-total 0 \
    yosys-stat-area_mm2 0.004891 \
    period_needed_ns 2.839 \
    rsz0062_at_grt "false" \
    cp-endpoint "s_axis_tready[1]" \
    grt_antenna_before_repair 0 \
    chipArea_mm2 0.01682 \
    synth.yosys.warnings 0 \
    top_area_cell "edfxtp_1" \
    required_ns 4.00 \
    rows 46 \
    fillers 1513 \
    ios 56 \
    hp-class "reg -> reg" \
    die_y_um 129.7 \
    fp_util_pct 30.79 \
    layout-drive-gt1-share_pct 17.27 \
    slew_viol_final 0 \
    irDropWorstVdd_uv 168.2 \
    grt_pass1_vias 2775 \
    cts_buffer_depth 2 \
    worstPathCellList "clkdlybuf4s50_1" \
    fmax_mhz 352.2 \
    placed_cells 588 \
    common_cells "edfxtp_1, mux2_2, nand2_1, buf_4, ha_1" \
    cts_tree "done" \
    finalSetupViolCount 0 \
    routed_wl_um 8575 \
    final_antenna_net_count 0 \
    ys_seq_elements 105 \
    slowest_delay_ns 0.88 \
    drtIter0Drc 221 \
    syn_inst 346 \
    ys_cells 346 \
]
[cell families after synthesis]
group                    synth area share (%)
AND-OR/OR-AND                           9.798
XOR/XNOR                                2.149
adder cells (fa/ha/maj)                 4.247
buffers and inverters                   4.503
flip-flops                              62.62
multiplexers                            9.875
AND/OR/NAND/NOR                         6.805
[flip-flops by register name, summed over array words and instances (netlist names)]
register / cells
gen_buf_in.inst_reg_in.reg_valid: 4
gen_buf_in.inst_reg_in.m_axis_tdata: 32
gen_buf_in.inst_reg_in.s_axis_tready: 2
gen_buf_in.inst_reg_in.reg_data: 32
inst_reg_out.reg_data: 16
inst_reg_out.reg_valid: 2
inst_reg_out.s_axis_tready: 1
inst_reg_out.m_axis_tdata: 16
[cell type report]
class | instances | area [um2] | area share (%)
multi-input combinational | 201 | 1608 | 27.41
inverter | 7 | 26.28 | 0.4480
timing repair buffer | 59 | 580.6 | 9.898
tap | 216 | 270.3 | 4.608
clock inverter | 7 | 92.59 | 1.578
clock buffer | 9 | 225.2 | 3.840
sequential | 105 | 3063 | 52.22
[metal layers]
metal,track usage (%),routed length (um),vias up
met5,0,0,-
met4,2.326,167,0
met3,2.902,466,13
met2,16.07,3643,80
met1,18.08,4296,1276
li1,-,-,1385
[cells in the final DEF (no fill, tap or decap), types with 7 or more instances in the layout]
cell type / netlist / layout
nand2_1: 19 / 19
clkbuf_16: 0 / 9
clkdlybuf4s50_1: 0 / 55
xnor2_1: 8 / 8
and3_1: 7 / 7
a21oi_1: 14 / 14
dfxtp_1: 9 / 9
mux2_2: 42 / 42
nor2_1: 10 / 10
edfxtp_1: 96 / 96
nor2b_1: 9 / 9
ha_1: 15 / 15
inv_1: 7 / 7
[report_power, final]
group	total, mW	switching [mW]	internal, mW
Clock	0.739	0.335	0.404
Sequential	1.05	0.0260	1.03
Combinational	0.328	0.159	0.169
Total	2.12	0.520	1.60
[how the worst min path moves through the flow]
stage	slack, ns	from	to	cells after the start
finish	0.48	inst_reg_out.reg_valid[0]	inst_reg_out.reg_valid[0]	2
global route	0.50	gen_buf_in[1].inst_reg_in.reg_valid[0]	gen_buf_in[1].inst_reg_in.reg_valid[0]	2
CTS	0.48	inst_reg_out.reg_valid[0]	inst_reg_out.reg_valid[0]	2
[per-stage QoR]
| step | setup slack (ns) | cell area (um2) | total power [mW] | hold WS, ns | util [%] |
|---|---|---|---|---|---|
| floorplan | 2.592 | 4891 | 1.299 | 0.4409 | - |
| global placement | 2.174 | 5548 | 1.399 | 0.4521 | 34.92 |
| detailed placement | 2.120 | 5548 | 1.402 | 0.4708 | 34.92 |
| CTS | 2.119 | 5866 | 2.146 | 0.4802 | 36.93 |
| global route | 2.031 | 5866 | 2.225 | 0.4982 | 36.93 |
| finish | 2.161 | 5866 | 2.121 | 0.4803 | 36.93 |
Power and IR drop assume default switching activity.
